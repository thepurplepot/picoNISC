==> design/flow/design.v <==
module mult #(parameter n = 8) (
    input signed [n-1:0] a, b,
    output signed [2*n-1:0] result
);
    assign result = a * b;
endmodule
==> design/flow/run.sh <==
#!/bin/bash
# OpenROAD 26Q1-2900-gdf79404cd8, Yosys 0.63+post, stock flow scripts
make -C /OpenROAD-flow-scripts/flow DESIGN_CONFIG=/design/flow/config.mk WORK_HOME=/design/flow/orfs finish
==> design/flow/config.mk <==
export PLATFORM = sky130hd
export DESIGN_NAME = mult
export DESIGN_NICKNAME = mult
export VERILOG_FILES = /design/flow/design.v
export SDC_FILE = /design/flow/constraint.sdc
export NUM_CORES = 4
export LEC_CHECK = 1
export CORE_UTILIZATION = 40
==> design/flow/constraint.sdc <==
current_design mult

set clk_period 8.2
set clk_io_pct 0.2

create_clock -name clk0 -period $clk_period

set non_clock_inputs [all_inputs -no_clocks]
set_input_delay [expr $clk_period * $clk_io_pct] -clock clk0 $non_clock_inputs
set_output_delay [expr $clk_period * $clk_io_pct] -clock clk0 [all_outputs]
==> results.txt <==
status: completed
RSZ-0062 raised after global routing: no
cell family with most CP delay: adder cells
drt via density: 4.685
ANT cells: 0
Worst Tran Pin Value: 0.3639 ns
Die Wd: 81.71 um
utilization after layout: 0.5110
grt met3 use: 0.01015
Total GRT Usage: 0.1751
DR vias: 1921
buffers plus inverters on the worst setup path: 6
Total Die Area: 6676 um2
WS Path Type: input pin to output port
Sequential Area: 0 um2
setup_tns: 0 ns
Worst EP arrival: 6.26 ns
yosys simple share: 0.1851
first drt pass iteration count: 4
xor+xnor area frac: 0.04825
grt ovf: 0
GR peak layer: met2
DR iter-0 viols: 23
Layout Area Growth over Synthesis: 21.17%
Ports: 32
cell area after layout: 3079 um2
initial antenna violation count: 0
worst-path maximum fanout: 5
met1 Resource Use GR: 0.2411
Post-Syn Instances: 292
adder share: 0.5761
row count: 28
nature of the critical path startpoint: input pin
gp weighted congestion: 0.8321
wire length per cell: 11.27 um
MUX area fraction: 0.004431
FILL cells: 604
Worst Path Required: 6.56 ns
fp_density: 0.4217
YS chip area: 2541 um2
CP peak stage delay: 0.53 ns
registers: 0
yosys stat cell total: 292
vias in the first global route: 2010
Post-Syn Area: 2541 um2
largest net degree at the start of global routing: 10
IO buf count: 32
Hold Path End: result[0]
drt drc: 0
DP Wirelength: 4173 um
syn_area_per_cell: 8.703 um2
Seq share, synth: 0
Crit. End Element: output port
OpenROAD warnings: 32
final antenna-violating net count: 0
worst-path cell chain: clkdlybuf4s50_1, and2_1, fa_1, inv_1, fa_1, inv_1, fa_1, inv_1, fa_1, inv_1, ha_4, a21o_1, a21oi_2, a21boi_1, or4_1, nand3_1, clkdlybuf4s50_1
crit path max-delay cell type: fa_1
layout clock buffer count: 0
Design Power: 859.1 uW
Post-CTS Setup Inserts: 0
Tmin final: 7.896 ns
most common logic cell in the routed design: inv_1
drt total wl: 4619 um
DP Area: 3038 um2
Global Route met2 Usage: 0.3333
hold depth: 3
Ys Warns: 0
layout cells sized above 1: 0.05373
hold path startpoint: a[0]
Final Hold Fails: 0
core box area: 6026 um2
max_slew headroom: 0.7549
Final Cycle Share: 0.9630
P per Cell Area: 279.0 nW/um2
max cap viols: 0
Lkg Pwr: 0.001614 uW
peak supply drop: 0.0004517 V
final setup vio count: 0
Hold WC Path Type: input pin to output port
Synth Area in Compound Gates: 0.05613
first-pass GRT wire length: 8569 um
synth unique cells: 26
Fmax achieved: 126.6 MHz
Logic family by area: adder cells
Die Ht: 81.71 um
most frequent cells in the layout: inv_1 (88), fa_1 (54), and2_1 (43), ha_1 (28), clkdlybuf4s50_1 (25)
Final Max Slew Viols: 0
[cell families (layout without fill, tap and decap cells)]
logic type                 after synthesis  count (layout)
xor gates and xnor gates                14              14
buffers and inverters                   88             131
adders and majority gates               84              84
muxes                                    1               1
and+or+nand+nor                         84              84
AOI/OAI and AO/OA                       21              21
[through the flow]
step / std cells / setup WS (ns) / hold slack (ns)
floorplan: 292 / 1.308 / 3.352
global placement: 410 / 0.1273 / 4.381
detailed placement: 410 / 0.09060 / 4.387
CTS: 410 / 0.08311 / 4.387
global route: 410 / 0.01663 / 4.059
finish: 410 / 0.3037 / 4.024
[per-layer routing]
layer / share of wire / vias up
met5: 0 / -
met4: 0 / 0
met3: 0.019 / 0
met2: 0.52 / 19
met1: 0.46 / 954
li1: - / 948
[where the power goes]
group | switching [uW] | total, uW | internal [uW]
clock | 0 | 0 | 0
combinational | 365 | 859 | 494
sequential | 0 | 0 | 0
total | 365 | 859 | 494
[cell usage after synthesis (3+ instances only)]
library cell	count	share of area
nor2b_1	8	0.020
fa_1	55	0.43
xnor2_1	11	0.038
ha_1	29	0.14
inv_1	88	0.13
xor2_1	3	0.010
o21ai_0	3	0.0059
nor2_1	9	0.013
nand2_1	15	0.022
a21oi_1	7	0.014
and2_1	43	0.11
[area by class of cell]
class	instances	area, um2	share of cell area
inverter	88	330.3	0.1073
multi-input combinational	204	2235	0.7257
tap	75	93.84	0.03048
timing repair buffer	43	420.4	0.1365
[worst max-delay path by stage]
stage         start          to  depth (start not counted)
CTS            a[0]  result[11]                         16
global route   a[7]  result[14]                         17
finish         b[2]  result[11]                         17
[repair_timing]
| item | 4_1_cts | 5_1_grt |
|---|---|---|
| endpoints found under the setup margin | 0 | 5 |
| hold endpoints to repair | 0 | 0 |
| hold buffers | 0 | 0 |
| gates resized | 0 | 10 |
[tightest hold or removal path, cell delays in order]
cell	delay (ns)
dlymetal6s2s_1	0.19
and2_1	0.16
clkdlybuf4s50_1	0.39
Power and IR drop assume default switching activity.
