==> flow/design.v <==
module counter #(parameter n = 24)  
    (input logic fastclk, output logic clk);
    logic [n-1:0] count;
    always_ff @(posedge fastclk)
        count <= count + 1;
    assign clk = count[n-1];  
endmodule
==> flow/run.sh <==
#!/bin/bash
# OpenROAD 26Q1-2900-gdf79404cd8, Yosys 0.63+post, stock flow scripts
make -C /OpenROAD-flow-scripts/flow DESIGN_CONFIG=/design/flow/config.mk WORK_HOME=/design/flow/orfs finish
==> flow/config.mk <==
export PLATFORM = sky130hd
export DESIGN_NAME = counter
export DESIGN_NICKNAME = counter
export VERILOG_FILES = /design/flow/design.v
export SDC_FILE = /design/flow/constraint.sdc
export NUM_CORES = 4
export LEC_CHECK = 1
export CORE_AREA = 10 10 88 88
export DIE_AREA = 0 0 98 98
==> flow/constraint.sdc <==
current_design counter

set clk_period 4.0
set clk_io_pct 0.2

create_clock -name clk0 -period $clk_period [get_ports {fastclk}]

set non_clock_inputs [all_inputs -no_clocks]
set_input_delay [expr $clk_period * $clk_io_pct] -clock clk0 $non_clock_inputs
set_output_delay [expr $clk_period * $clk_io_pct] -clock clk0 [all_outputs]
==> notes.md <==
impl run done, here's what came out: Clock Pin Slew Worst Setup and Hold Paths 80 ps, antenna viol nets, final 0, Commonest cells post-synth dfxtp_1, xnor2_1, nand3_1, nand2_1, nand4_1, hold slack final 414.2 ps, final RePlAce weighted congestion 0.7349, half-perimeter wire length after placement 812.9 um, DRT Pass-1 Iters 4, R2R Setup Slk 2560 ps, arrival time at the worst endpoint 1070 ps, final-report setup violation count 0, endpoints failing hold 0, yosys stat area 900.9 sq um, TritonCTS clock tree built, gate count after technology mapping 83, number of cells on the worst reg-to-reg path 5, r2r endpoint count[18]$_DFF_P_, type of the setup path with the least slack reg2out, clock root buffer clkbuf_8, post-layout min period 1866 ps, Sw Ratio 17.76%, CP max stage cell clkdlybuf4s50_1, max-slew violation count 0, most frequent cell after synthesis dfxtp_1, number of cells on the critical path 1, mean routed wirelength per cell 7.362 um, reg2reg start count[0]$_DFF_P_, number of warnings reported in the yosys synthesis log 1, routed vias 556, Via density 3.411, sequential element share of the synthesized area 53.33%, sequential power share 60.1%, cell internal pwr 0.3263 mW, clk buf depth 2, endpoint type of the worst setup path output pin, critical path's top delay family buffers and inverters, cell count listed in synth_stat.txt 83, detailed router's first-iteration violation count 15, Reg area 480.5 sq um, Top area cell types dfxtp_1, xnor2_1, nand3_1, standard-cell row count 28, distinct cell type count after synthesis 15, number of placed I/O pins 2, max_cap viols 0, total net switching power 0.07049 mW, post-synthesis async set-or-reset flop share 0%, count of inserted antenna diode cells 0, OpenROAD warnings 25, Clock Power Share 39.9%, top fanout value on the critical path 2, deepest level of the CTS H-tree 1, register ranked first by flip-flop count count, Die ar. 9604 sq um, cell type with the largest total area after synthesis dfxtp_1, mean post-synth cell area 10.85 sq um, worst slew margin relative to its limit 65.13%, source of the critical timing path count[23]$_DFF_P_, share of total power in combinational logic 0%, number of buffers inserted by post-CTS setup repair 0, outcome finished, final reports clean, GRT Total Usage 2.531%, Critical path destination clk, achievable clock frequency 535.8 MHz, accumulated negative setup slack 0 ps, maximum number of pins on one net before global-route repair 14, number of instances resized during post-cts repair 0, setup repair after global routing missed its margin false, clock sink count 24, static leakage 0.3354 nW, total standard cell area after synthesis 900.9 sq um, die height 98 um, logic area 416.7 sq um, WP buf/inv 1, classification of the worst-slack hold path reg2reg, total gr overflow 0, share of the clock period used by the worst path 46.66%, largest stage delay on the critical path 460 ps, worst voltage drop across the vdd grid 0.0002797 V, initial antenna violation count 0, Filler Cell Count 635, Worst Max-Slew Pin Slew 521.1 ps, horizontal die dimension 98 um, sum of routed wire length over all layers 1200 um, floorplan core area 5921 sq um, Commonest flop dfxtp_1, flops & latches, synth 24, insertion delay of the later-clocked pin in the worst-skew pair 260 ps, cell chain of the critical path clkdlybuf4s50_1, worst clock skew on the final layout 4.577 ps, Post-synth EDFFs 0, area share of the largest cell type after synthesis 53.33%, wire length of the first global-routing pass 2152 um, vias in the first global route 512, number of remaining DRC errors 0, flip-flop count of the largest register, all copies and words added 24, Required @ worst endpoint 3200 ps, nature of the critical path startpoint flip-flop, cts-stage hold buffer count 0, areal power density over the cells 374.4 nW/um^2, layout cell share with drive strength beyond 1 9.091%, largest registers count x24, number of I/O port buffers 1, CTS Buf Count 3, Layout Area Growth over Synthesis 17.64%, core utilization at floorplan 15.22%
kinds of logic (layout without fill, tap and decap cells):
| kind of cell | count (synthesis) | in the layout | synth area share, % |
|---|---|---|---|
| xor gates and xnor gates | 22 | 22 | 21.39 |
| DFF | 24 | 24 | 53.33 |
| buffers and inverters | 1 | 6 | 0.4163 |
| and+or+nand+nor | 35 | 35 | 23.47 |
| adders and majority gates | 1 | 1 | 1.389 |
layout make-up:
cell class / count / share of cell area, %
multi-input cells: 58 / 39.32
inverters: 1 / 0.3542
flip-flops and latches: 24 / 45.34
clock buffers: 4 / 5.195
well taps: 75 / 8.855
repair buffers: 1 / 0.9445
worst min path at each step:
stage                       startpoint          endpoint  slack, ps  cells past startpoint
after CTS             count[0]$_DFF_P_  count[0]$_DFF_P_        420                      1
after global routing  count[0]$_DFF_P_  count[0]$_DFF_P_        430                      1
final                 count[0]$_DFF_P_  count[0]$_DFF_P_        410                      1
power by group through the flow:
stage	clock (mW)	combinational [mW]	sequential (mW)
4_1_cts	0.165	0.000000113	0.239
5_1_grt	0.171	0.000000113	0.239
6_report	0.158	0.000000113	0.239
cells in the final DEF, fill, tap and decap left out, types with 2 or more instances in the layout:
master / Yosys / layout
xnor2_1: 18 / 18
nor2_1: 2 / 2
nand4_1: 6 / 6
and4_1: 3 / 3
nand2_1: 7 / 7
dfxtp_1: 24 / 24
clkbuf_8: 0 / 4
nand3_1: 9 / 9
xor2_1: 4 / 4
and3_1: 4 / 4
metal layers:
layer | share of wire [%] | track usage, % | vias up
li1 | - | - | 295
met1 | 54 | 3.648 | 256
met2 | 40 | 3.503 | 5
met3 | 6.0 | 1.209 | 0
met4 | 0 | 0.1119 | 0
met5 | 0 | 0 | -
metrics by stage:
step	cell area, sq um	instances	total power [mW]	utilization [%]	worst slack, ps
final	1060	163	0.3968	17.90	2134
after floorplan	900.9	83	0.2443	-	2681
after detailed placement	1005	159	0.2443	16.97	2413
after CTS	1060	163	0.4036	17.90	2115
after global routing	1060	163	0.4093	17.90	2068
after global placement	1005	159	0.2443	16.97	2411
No activity file was given, so power comes from the tool's default toggle rates.
