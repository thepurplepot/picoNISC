$ cat flow/design.v
module regs #(parameter n = 8, Rsize = 1) (
    input logic clk, w,
    input logic [n-1:0] Wdata,
    input logic [Rsize-1:0] Raddr,
    output logic [n-1:0] Rdata
);
	reg [n-1:0] gpr [0:(1<<Rsize)-1];
	always_ff @ (posedge clk) begin
		if (w)
			gpr[Raddr] <= Wdata;
		Rdata <= gpr[Raddr];
	end
endmodule
$ cat flow/run.sh
#!/bin/bash
# OpenROAD 26Q1-2900-gdf79404cd8, Yosys 0.63+post, stock flow scripts
make -C /OpenROAD-flow-scripts/flow DESIGN_CONFIG=/design/flow/config.mk WORK_HOME=/design/flow/orfs finish
$ cat flow/config.mk
export PLATFORM = sky130hd
export DESIGN_NAME = regs
export DESIGN_NICKNAME = regs
export VERILOG_FILES = /design/flow/design.v
export SDC_FILE = /design/flow/constraint.sdc
export NUM_CORES = 4
export LEC_CHECK = 1
export CORE_AREA = 10 10 77 77
export DIE_AREA = 0 0 87 87
$ cat flow/constraint.sdc
current_design regs

set clk_period 2.0
set clk_io_pct 0.2

create_clock -name clk0 -period $clk_period [get_ports {clk}]

set non_clock_inputs [all_inputs -no_clocks]
set_input_delay [expr $clk_period * $clk_io_pct] -clock clk0 $non_clock_inputs
set_output_delay [expr $clk_period * $clk_io_pct] -clock clk0 [all_outputs]
==> flow.log <==
[flow] collecting metrics
[metrics] run status: complete, no violations
[metrics] pin count of the biggest net entering global routing: 14
[metrics] kind of end point of the critical path: primary output
[metrics] #FFs+latches synth: 24
[metrics] post-route fraction of the period consumed by the critical path: 71.19%
[metrics] count of instantiated cells in the yosys netlist: 35
[metrics] vias per std cell: 3.300
[metrics] Layout Cells excl Fill: 110
[metrics] CTS tree: built
[metrics] unrepaired setup endpoints after global routing: no
[metrics] arrival time at the worst endpoint: roughly 1 ns
[metrics] Clock Sink Count: 24
[metrics] clk latency late pin: 0.25 ns
[metrics] Static Leak: 0.3945 nW
[metrics] Setup crit end: Rdata[3]
[metrics] area of the die: 7569 sq um
[metrics] global routing usage summed across all routing layers: 3.201%
[metrics] Yosys warnings: 1
[metrics] Syn Std Cell Area: 788.3 sq um
[metrics] clock transition at the registers of the reported paths: 0.07 ns
[metrics] Seq. cell area: ~640 sq um
[metrics] grt total ovfl: 0
[metrics] post_cts resized: 0
[metrics] Die Height: between 80 and 90 um
[metrics] worst path cell trace: clkdlybuf4s50_1
[metrics] Critical R2R Launch: gpr[0][5]
[metrics] I/O Pins: 19
[metrics] chip area line of the yosys report: 788.3 sq um
[metrics] total placed cells including tap cells: around 110
[metrics] total number of vias: 363
[metrics] number of logic stages on the critical path including buffering: 1
[metrics] number of slew-limit violations in the final report: 0
[metrics] Final Routed Wirelength: 1247 um
[metrics] Final min period: 1.424 ns
[metrics] Max rail drop VDD: 254.1 uV
[metrics] type of element launching the critical path: flop
[metrics] count of filler cells inserted in the layout: approximately 430
[metrics] clk buf depth: 2
[metrics] number of cells on the worst reg-to-reg path: 1
[metrics] capture point of the worst reg-to-reg path: Rdata[5]
[metrics] Initial DRT Pass Iterations: 2
[metrics] maximum net fanout on the critical path: 1
[metrics] final setup fails: 0
[metrics] horizontal die size: 87 um
[metrics] number of violations of the max-capacitance limit: 0
[metrics] Final Cell Area: 1082 sq um
[metrics] number of global-route vias before repair: roughly 390
[metrics] clk_skew: 0.001769 ns
[metrics] residual antenna-violating net count after detailed routing: 0
[metrics] post-synthesis area per instance: 22.52 sq um
[metrics] initial antenna violation count: 0
[metrics] data required time of the worst path: about 1.6 ns
[metrics] starting utilization of the core area: 18.10%
[metrics] number of DRC markers in iteration 0: 7
[metrics] flop-to-flop setup slack: 1.24 ns
[metrics] total negative slack: 0 ns
[metrics] gate count after technology mapping: 35
[metrics] max-slew headroom at the worst pin: 84.64%
[metrics] met3 usage: 4.151%
[metrics] Inserted Diodes: 0
[metrics] I/O Buffers: 18
[metrics] cell family with the largest share of critical-path delay: buffers and inverters
[metrics] number of placement rows: 24
[metrics] type of the setup path with the least slack: flop to primary output
[metrics] global-route wire length before repair: about 1900 um
[metrics] sequential-to-total area share from yosys stat: about four fifths
[metrics] hpwl dp: between 900 and 1000 um
[metrics] launching element of the worst setup path: Rdata[3]
[metrics] leading cell types in the layout, fill and taps excluded: 18 x sky130_fd_sc_hd__clkdlybuf4s50_1, 16 x sky130_fd_sc_hd__edfxtp_1, 8 x sky130_fd_sc_hd__dfxtp_1, 8 x sky130_fd_sc_hd__mux2_4, 3 x sky130_fd_sc_hd__clkbuf_8
[metrics] area of the multi-input gates: 136.4 sq um
[metrics] largest stage delay on the critical path: about 0.46 ns
[metrics] global-route layer with the greatest usage: met1
[metrics] count of unique library cells instantiated by Yosys: 6
[metrics] Clock Tree Root: sky130_fd_sc_hd__clkbuf_8
[metrics] Tool Warnings: 25
[metrics] worst min-delay path category: flop to flop
[metrics] max frequency: ~0.70 GHz
[metrics] Core ar.: 4354 sq um
[metrics] most common library cell in the layout ignoring fill and taps: sky130_fd_sc_hd__clkdlybuf4s50_1
[metrics] share of layout cells above drive strength 1: 25.86%
[metrics] fraction of met1 tracks used by global routing: 4.311%
[metrics] cell type of the slowest stage on the worst timing path: sky130_fd_sc_hd__clkdlybuf4s50_1
[metrics] count of buffering cells on the critical path with inverters included: 1
[metrics] synthesis-to-layout area growth: 37.30%
[metrics] slew at the pin closest to its max-slew limit: roughly 0.23 ns
[metrics] number of buffers created by CTS: 3
[metrics] final routed wire length divided by cell count: 11.34 um
[metrics] buffers inserted by post-CTS timing repair: 0
[metrics] number of hold-slack violations in the final timing report: 0
[metrics] post-cts hold buffer count: 0
[metrics] global placer's final weighted congestion: 0.7622
[metrics] met2 global-route usage: under 10%
[metrics] post-detailed-route DRC marker count: 0
[metrics] standard cell area after detailed placement: 1037 sq um
[metrics] power density over cell area: 863.1 nW/um^2
[metrics] Clock H-tree levels: 1
-- cells by family after synthesis --
logic type,after synthesis,synth area share (%)
buf+inv,1,1.428
flops,24,81.27
mux,8,15.24
simple gates,2,2.064
-- flip-flops by register name, summed over array words and instances (netlist names) --
register / count
gpr: 16
Rdata: 8
-- synthesized netlist by cell type, drive strengths merged --
master,count,share of area (%)
dfxtp,8,20
mux2,8,15
and2,1,0.95
and2b,1,1.1
edfxtp,16,61
buf,1,1.4
-- worst min-delay path by stage --
stage / from / to / depth (start not counted)
finish: gpr[1][7] / Rdata[7] / 1
CTS: gpr[1][7] / Rdata[7] / 1
global route: gpr[1][7] / Rdata[7] / 1
-- cell type report --
class / instances / share of cell area, %
sequential: 24 / 59.19
timing repair buffer: 20 / 18.03
multi-input combinational: 10 / 12.60
tap: 52 / 6.012
clock buffer: 4 / 4.162
-- per-stage QoR --
step | setup WS, ns | utilization [%] | total power [mW] | hold slack (ns)
floorplan | 0.8749 | - | 0.6176 | 0.4523
global placement | 0.4348 | 23.82 | 0.6753 | 0.4562
detailed placement | 0.3992 | 23.82 | 0.6787 | 0.4613
CTS | 0.5523 | 24.86 | 0.9491 | 0.4789
global route | 0.5157 | 24.86 | 0.9852 | 0.4850
finish | 0.5763 | 24.86 | 0.9342 | 0.4742
-- routing by layer --
layer / wire [um] / up-vias
li1: - / 175
met1: 587 / 161
met2: 330 / 27
met3: 329 / 0
met4: 0 / 0
met5: 0 / -
-- power by group --
group | leakage, nW | total, mW | internal, mW | switching [mW]
logic | 0.154 | 0.0874 | 0.0657 | 0.0217
clock network | 0.0228 | 0.269 | 0.141 | 0.128
registers | 0.218 | 0.577 | 0.568 | 0.00928
Power and IR drop assume default switching activity.
